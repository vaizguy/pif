<file path="flow/run.sh">
#!/bin/bash
# OpenROAD 26Q1-2900-gdf79404cd8, Yosys 0.63+post, stock flow scripts
make -C /OpenROAD-flow-scripts/flow DESIGN_CONFIG=/design/flow/config.mk WORK_HOME=/design/flow/orfs finish
</file>
<file path="flow/config.mk">
export PLATFORM = sky130hd
export DESIGN_NAME = pifctl
export DESIGN_NICKNAME = pifctl
export VERILOG_FILES = /design/flow/design.v
export SDC_FILE = /design/flow/constraint.sdc
export NUM_CORES = 4
export LEC_CHECK = 1
export CORE_AREA = 10 10 93 93
export DIE_AREA = 0 0 103 103
</file>
<file path="flow/constraint.sdc">
current_design pifctl

set clk_period 1.2
set clk_io_pct 0.2

create_clock -name clk0 -period $clk_period [get_ports {xclk}]

set non_clock_inputs [all_inputs -no_clocks]
set_input_delay [expr $clk_period * $clk_io_pct] -clock clk0 $non_clock_inputs
set_output_delay [expr $clk_period * $clk_io_pct] -clock clk0 [all_outputs]
</file>
<file path="flow/design.v">
module pifctl (
    input                           xclk   ,
    input                           XI_PWr,           
    input      [15            :0] XI_PRWA,         
    input                           XI_PRdFinished,   
    input      [127         :0] XI_PRdSubA,      
    input      [6-1:0] XI_PD,           
    output reg [7               :0] XO,
    output reg [6-1:0] MiscReg,
    input                           sys_rst
);
reg [6-1:0] ScratchReg;
reg [6-1:0] MiscRegLocal;
always @(posedge xclk or negedge sys_rst) begin: reg_write_blk
    if (~sys_rst) begin
        ScratchReg   <= 6'h15;
        MiscRegLocal <= 6'd0;   
    end
    else if (XI_PWr) begin
        case(XI_PRWA)
            1: ScratchReg   <= XI_PD[6-1:0];   
            2   : MiscRegLocal <= XI_PD                    ;   
            default: ;
        endcase
    end
end
reg [32-1:0] subAddr;
reg [7               :0] IDscratch;
reg [7               :0] IDletter;
reg [7               :0] subOut;
reg [7               :0] regOut;
reg [7               :0] IdReadback;
always @(*) begin: wishbone_reg_readback_blk_1
    if (~sys_rst) begin
        IDscratch = 8'd0;
        IDletter  = 8'd0;
        subAddr   = 32'd0;
    end
    else begin
        IDscratch = {2'b01, ScratchReg                };
        IDletter  = {4'd6 , bus128_to_4bit_vector(XI_PRdSubA)};  
        subAddr   = XI_PRdSubA % 32;
    end
end
always @(*) begin: wishbone_reg_readback_blk_2
    if (~sys_rst) begin
        subOut = 8'd0;
    end
    else begin
        case (subAddr)
            0     : subOut = 8'h41;
            1: subOut = IDscratch;
            2   : subOut = {4'd5, bus6_to_4bit_vector(MiscRegLocal)};  
            default      : subOut = IDletter;
        endcase
    end
end
always @(*) begin: wishbone_reg_readback_blk_3
    if (~sys_rst)
        regOut = 8'd0;
    else if (XI_PRWA == 0)
        regOut = subOut;
    else
        regOut = 8'd0;
end
always @(posedge xclk or negedge sys_rst) begin: wishbone_reg_readback_blk_4  
    if (~sys_rst) begin
        IdReadback <= 8'd0;
        XO         <= 8'd0;
        MiscReg    <= 6'd0;
    end
    else begin
        IdReadback <= regOut      ;
        XO         <= IdReadback  ;
        MiscReg    <= MiscRegLocal;
    end
end
function [3:0] bus6_to_4bit_vector (input [6-1:0] arg);
    begin
        bus6_to_4bit_vector = arg % (2**4);       
    end
endfunction
function [3:0] bus128_to_4bit_vector (input [128:0] arg);
    begin
        bus128_to_4bit_vector = arg % (2**4);       
    end
endfunction
endmodule
</file>
==> run summary <==
CP max stage delay = 300 ps
CTS tree = built
DRT Pass-1 Iters = 3
Top logic cell by instance count in the layout = dfrtp_1
Grt ovf = 0
Clk latency of the worst-skew pair = 280 ps
Avg Cell Area, Syn = 13.6 um2
Pin count of the biggest net entering global routing = 19
Initial antenna violation count = 0
Number of max-cap violations = 0
Boundary Pins = 168
Startpoint types = input port
FF/Latch Area = 805 um2
Period utilisation layout = 1.10
Crit Reg-Reg Endpoint = IdReadback[3]$_DFF_PN0_
Hold Crit Class = register to register
Die Y-Extent = 103 um
Drt wl/cell = 12.9 um
Port-buffer cells = 42
Critical path class = input port to register
Rows = 30
Post-DP Area = 1810 um2
Area leader, netlist = dfrtp_1
Buf/Inv on CP = 2
First-iteration detailed-routing DRC count = 20
Yosys chip area = 1170 um2
Crit-path cells = buf_6 -> nor4_4 -> nand4_1 -> nor3_2 -> buf_6 -> mux2_4
Routed Antenna Nets = 0
Max VDD drop = 384 uV
Routability Congestion = 0.802
Synth Register Bits = 32
PwrDens = 1080 nW/um2
Yosys warning total = 1
Final count of negative-setup-slack endpoints = 19
Fin area = 1930 um2
Final WS setup = -116 ps
CTS Root Cell = clkbuf_8
Status = finished, violations left
Failing checks = negative setup slack
Hold path startpoint = IdReadback[0]$_DFF_PN0_
Routed vias/inst = 3.70
Top cells, area = dfrtp_1 (62%), mux2_2 (12%), dfstp_2 (6.7%), a21oi_1 (3.0%), nand2_1 (1.9%)
R2r setup slk = 290 ps
Routed wire length = 2930 um
Number of cells in Yosys stat = 86
Total CTS buffers = 5
Longest Clk Path Bufs = 2
Cell Area, Synth = 1170 um2
Clock Sinks = 32
H-tree depth = 2
Vias in the first global route = 930
Area Growth Syn to Fin = 64.6%
Proportion of layout cells with a drive suffix above 1 = 0.377
Critical path fanouts, max = 6
Leak Pwr = 0.938 nW
Logic area = 452 um2
CP most frequent cell = buf_6
WP data required = 1360 ps
CP arrival = 1480 ps
Die X = 103 um
Worst Skew = 2.73 ps
RR Startpoint = MiscRegLocal[3]$_DFFE_PN0P_
Hold WS = 348 ps
Post-route minimum period = 1320 ps
Hold-fix buffers, CTS = 0
WHS Path Cells = 0
Log Warnings = 152
Fin. max-slew vios = 0
# fillers = 690
Pre-Place Util = 0.173
Post-CTS Setup Inserts = 0
Worst-path clk slew = 60 ps
F_max = 760 MHz
Mapped Cells = 86
Largest delay share family, worst path = simple AND/OR/NAND/NOR gates
Tot Pwr = 2.08 mW
Critical path depth = 6
Global-route wire length before repair = 4640 um
RSZ-0062 raised after global routing = true
Sum Neg Setup Slack = -1760 ps
Crit. End Element = register
Antenna diodes = 0
Yosys top cell area share = 0.620
Core ar. = 6760 um2
Most frequent cells in the layout = dfrtp_1 (29), dlygate4sd2_1 (16), clkdlybuf4s50_1 (14), mux2_4 (12), buf_4 (11)
Post-route core utilization = 0.285
Post-synth seq share = 0.688
Tot GR Track Use = 0.0569
Worst Reg-to-Reg Cells = 3
Detailed-route via count = 837
Unique cell types = 21
Fin. Hold Viols = 0
Hold endpoint = XO[0]$_DFF_PN0_
Critical path's slowest cell = mux2_4
DRC violations left = 0
Detail Placement HPWL = 2400 um
Die Size = 10,600 um2
==> flip-flops by register name, indices dropped and copies added, names as in the netlist <==
register	cells
ScratchReg	6
XO	7
MiscRegLocal	6
MiscReg	6
IdReadback	7
==> worst register-to-register path: cells and delay by family, from the launching register on <==
family / cells / cell delay, ps
flip-flops: 1 / 400
AND-OR/OR-AND: 2 / 350
AND/OR/NAND/NOR: 1 / 60
==> metrics by stage <==
step,std cells,setup WS [ps]
floorplan,86,-312
global placement,218,-843
detailed placement,218,-894
CTS,226,-162
global route,226,-220
finish,226,-116
==> cells by family (layout without fill, tap and decap cells) <==
family	Yosys count	count (layout)	synth area share
DFF	32	32	0.688
and+or+nand+nor	23	23	0.108
AOI/OAI and AO/OA	14	14	0.0695
muxes	12	12	0.116
buffers and inverters	4	64	0.0160
other	1	1	0.00321
==> cell type report <==
| cell class | instances | area share |
|---|---|---|
| Clock buffer | 6 | 0.0429 |
| Inverter | 2 | 0.00390 |
| Timing Repair Buffer | 54 | 0.244 |
| Multi-Input combinational cell | 50 | 0.235 |
| Sequential cell | 32 | 0.418 |
| Clock inverter | 2 | 0.00520 |
| Tap cell | 80 | 0.0520 |
==> synthesized netlist by cell type, drive strengths merged <==
cell type	number
a21o	1
inv	2
or4b	1
a22o	2
buf	1
o22ai	1
o21ai	3
nand2	6
mux2	12
nor2	5
nor2b	3
nand4	1
conb	1
nor4	3
a21oi	7
or3	1
dfstp	3
dfrtp	29
clkbuf	1
nor3	3
==> power by group <==
part | leakage, nW | internal, mW | switching (mW)
clock | 0.0510 | 0.456 | 0.361
combinational | 0.451 | 0.102 | 0.0799
sequential | 0.436 | 1.08 | 0.000101
total | 0.938 | 1.64 | 0.441
==> how the worst max path moves through the flow <==
stage                             end         from  slack [ps]
6_report    ScratchReg[3]$_DFFE_PN0P_  XI_PRWA[14]        -120
5_1_grt   MiscRegLocal[4]$_DFFE_PN0P_  XI_PRWA[14]        -220
4_1_cts       IdReadback[0]$_DFF_PN0_  XI_PRWA[14]        -160
==> per-layer routing <==
layer	global-route usage	vias up	wire (um)
met5	0	-	0
met4	0.00642	0	34
met3	0.0379	6	365
met2	0.0892	25	1460
met1	0.0656	388	1070
li1	-	418	-
==> repair_timing <==
| item | 4_1_cts | 5_1_grt |
|---|---|---|
| pin swaps | 9 | 4 |
| gates resized | 72 | 9 |
| endpoints found under the setup margin | 32 | 19 |
No activity file was given, so power comes from the tool's default toggle rates.
