## ./design.v

```verilog
`timescale 1 ns / 1 ps
module DownCounter (Clk, sys_rst, LoadN, CE, InitialVal, zero);
parameter BITS = 10;
input             Clk;
input             sys_rst;
input             LoadN;
input             CE;
input  [BITS-1:0] InitialVal;
output            zero;
reg [BITS:0] Ctr;
always @(posedge Clk or negedge sys_rst) begin: Ctr_gen_blk
    if (!sys_rst) 
        Ctr <= {BITS{1'b0}};
    else if (CE == 1'b1) begin
        if (LoadN == 1'b0)
            Ctr <= {1'b0, InitialVal};
        else
            Ctr <= Ctr - 1'd1;
    end
end
assign zero = (Ctr[BITS] == 1'b1);
endmodule 
// synthesis translate_off
// synthesis translate_on
module pif_flasher (
    output red  ,
    output green,
    output xclk,
    input sys_rst
)  ;
parameter SIM_OSC_STR = "2.08";  
parameter OSC_STR = 26.6
// synthesis translate_off
    -26.6 + SIM_OSC_STR
// synthesis translate_on
;
parameter OSC_RATE = (OSC_STR*(10**6));  
parameter TICK_RATE = 150;  
parameter B = 5;
parameter FREQ_DIV = OSC_RATE/TICK_RATE;  
parameter SIM_TICK_LEN = 8;  
parameter TICK_LEN = FREQ_DIV 
// synthesis translate_off
    - FREQ_DIV + SIM_TICK_LEN  
// synthesis translate_on
;
parameter SIM_CLEN = 4;
parameter CLEN = 32
// synthesis translate_off
    - 32 + SIM_CLEN            
// synthesis translate_on
;
wire [CLEN-1:0] DIV = TICK_LEN;
wire osc;
wire Tick;
wire LoadN;
wire [B-1:0] Delta;
wire [1:0] LedPhase;
reg LedOn;
reg R;
reg G;
reg [B:0] Accum;
reg [B+1:0] DeltaReg;
reg [B:0] Acc;
reg [B:0] Delt;
assign Delta = DeltaReg[B-1:0];
assign LedPhase = DeltaReg[B+1:B];
OSCH  #(.NOM_FREQ(OSC_STR)) 
i_OSCH (
      .STDBY   (1'b0),  
      .OSC     (osc ), 
      .SEDSTDBY(    )   
);
always @(posedge osc or negedge sys_rst) begin : DeltaReg_cnt_blk
    if (!sys_rst)
        DeltaReg <= 'd0;
    else if (Tick)
        DeltaReg <= DeltaReg + 1'd1;
end
always @(posedge osc or negedge sys_rst) begin : Accum_blk
    if (!sys_rst)  begin
        Accum <= {B{1'b0}};
        Acc   <= {B{1'b0}};
        Delt  <= {B{1'b0}};
    end
    else if (Tick)
        Accum <= {B{1'b0}};
    else begin
        Acc   <= {1'b0, Accum[B-1:0]};
        Delt  <= {1'b0, Delta       };
        Accum <= Acc + Delt;
    end
end
always @(posedge osc or negedge sys_rst) begin : LED_trigg_blk
    if (!sys_rst) begin
        LedOn <= 1'b0;
        R     <= 1'b0;
        G     <= 1'b0;
    end
    else begin
        LedOn <= (Accum[B] == 1'b1);
        R <= !(((LedPhase==0) & LedOn) | ((LedPhase==1) & !LedOn));
        G <= !(((LedPhase==2) & LedOn) | ((LedPhase==3) & !LedOn));
    end
end
assign red = R;
assign green = G;
assign xclk = osc;
assign LoadN = Tick ? 0 : 1;
DownCounter #(.BITS(CLEN)) i_DownCounter (
      .Clk       (osc    ),
      .sys_rst   (sys_rst),
      .LoadN     (LoadN  ),
      .CE        (1'b1   ),
      .InitialVal(DIV    ),
      .zero      (Tick   ) 
);
endmodule
```

## ./run.sh

```bash
#!/bin/bash
# OpenROAD 26Q1-2900-gdf79404cd8, Yosys 0.63+post, stock flow scripts
make -C /OpenROAD-flow-scripts/flow DESIGN_CONFIG=/design/flow/config.mk WORK_HOME=/design/flow/orfs finish
```

## ./config.mk

```make
export PLATFORM = sky130hd
export DESIGN_NAME = DownCounter
export DESIGN_NICKNAME = DownCounter
export VERILOG_FILES = /design/flow/design.v
export SDC_FILE = /design/flow/constraint.sdc
export NUM_CORES = 4
export LEC_CHECK = 1
export CORE_AREA = 10 10 85 85
export DIE_AREA = 0 0 95 95
```

## ./constraint.sdc

```tcl
current_design DownCounter

set clk_period 3.1
set clk_io_pct 0.2

create_clock -name clk0 -period $clk_period [get_ports {Clk}]

set non_clock_inputs [all_inputs -no_clocks]
set_input_delay [expr $clk_period * $clk_io_pct] -clock clk0 $non_clock_inputs
set_output_delay [expr $clk_period * $clk_io_pct] -clock clk0 [all_outputs]
```

==> results.ini <==
[power]
p_leak_nw=0.3366
ir_drop_uv=316.3
share_comb_of_total_power=0.218
pwr-share-seq=0.453
p_int_mw=0.3076
p_clk_frac=0.329
p_per_area_nw_per_um2=457.8
swShare=0.2905
p_switching_mw=0.1259

[routing]
vias=613
ant_nets=0
dr.pass1.iters=4
viasPerCell=3.761
drt_iter0_markers=40
num_antenna_cells=0
wl_per_cell_um=10.44
drc=0
wirelength_um=1701

[place]
dp.cells=159
dpl.hpwl_um=1281
portBuffers=14
dp_slack_ns=0.8241
place_congestion=0.7768
place_area_um2=902.1

[logic_synthesis]
syn_inst=77
edf_count=0
area_leaders=dfrtp_1 (40%), a21oi_1 (7.3%), mux2i_1 (5.8%)
synth-main-ff-cell=dfrtp_1
numSynthFlops=11
async_flop_share=1.000
yosys_area_um2=686.9
synthesis.area_um2=686.9
synthTopCellsByCount=dfrtp_1 (11), a21oi_1 (10), nand2_1 (9), o22ai_1 (6)
top_cell=dfrtp_1
yosysTopAreaCell=dfrtp_1
seq_area_frac_synth=0.4007
yosys-stat-cells=77
synth_cell_types=27
top_area_frac=0.4007
synth-warning-count=2
syn_area_per_cell_um2=8.921

[status]
status=complete, no violations

[critical_path]
worstReg2RegStart=Ctr[0]
slowest_stage=clkdlybuf4s50_1
reg2regPathDepth=6
max_stage_delay_ns=0.82
critPathMostFrequentCell=and3_1
r2r_end=Ctr[10]
r2r_slack_ns=1.29
worstPathMaxFanout=25
crit_family=buffers and inverters
crit_type=in2reg
end_kind=register
start_kind=primary input
worstPathArrival_ns=2.22
crit_buf_inv=1
required_ns=3.24
cp_cell_sequence=clkdlybuf4s50_1 -> and3_1 -> and3_1 -> a211oi_1

[clock_network]
cts-resized-gates=0
root_buffer=clkbuf_8
htreeDepth=1
cts_post_setup_buffers_inserted=0
clock_sinks=11
cts_tree=done
cts_buffers=3
hold_buffers=0
clkTransAtPathRegs_ns=0.05
clock_path_buffers=2
insertion_delay_ns=0.23

[floorplanning]
io_pins=15
die_y_um=95
fp_util=0.1255
dieArea_um2=9025
core_um2=5473
rows=27
dieWidth_um=95

[final_timing]
relSlewSlack=0.4683
tns_ns=0
clock_skew_ns=0.0006433
min_period_ns=2.078
tightest_slew_ns=0.7950
rsz0062_at_grt=no
fin_ws_ns=1.022
hold_violations=0
whs_ns=0.5574
drv_slew=0
finalClockPeriodUsage=0.6704
max_freq_mhz=481.1
final-setup-viol-count=0

[global_routing]
antenna_found_initial=0
grt_first_pass_wirelength_um=2691
grt_max_degree=26
grt_overflow=0
grt_pass1_vias=535
grt_util_all_layers=0.03771

[layout]
layout.cells.non_filler=163
synthToLayoutAreaGrowth_pct=37.89
largest_register_ff_count=11
top_register=Ctr
final_area_um2=947.2
drive_gt1_frac=0.08791
top_regs=Ctr (11)

[worst_hold_path]
holdPathStages=2
min-delay-start=Ctr[10]
min_to=Ctr[10]
min_path_type=reg2reg

[flow_run]
cap_violations=0
log.warning_count=25

[routing by layer]
layer / track usage / routed length (um) / vias up / share of wire
li1: - / - / 314 / -
met4: 0.002494 / 12 / 0 / 0.0071
met3: 0.01362 / 91 / 2 / 0.053
met1: 0.05561 / 860 / 279 / 0.51
met2: 0.05378 / 736 / 18 / 0.43
met5: 0 / 0 / - / 0
[cells by family (layout without fill, tap and decap cells)]
logic type / Yosys count / after routing / share of synthesized area
muxes: 4 / 4 / 0.05829
AOI/OAI and AO/OA: 25 / 25 / 0.2150
adders and majority gates: 1 / 1 / 0.01821
DFF: 11 / 11 / 0.4007
buffers and inverters: 7 / 21 / 0.03824
and+or+nand+nor: 29 / 29 / 0.2696
[final cells by class]
cell class	instances	area, um^2
inverter	3	11.26
fill	626	4526
sequential	11	275.3
clock buffer	4	45.04
timing repair buffer	14	140.1
multi-input combinational	59	385.4
tap	72	90.09
[cells in the final DEF (no fill, tap or decap), types with 2 or more instances in the layout]
| master | instances |
|---|---|
| nand2b_1 | 2 |
| dfrtp_1 | 11 |
| inv_1 | 3 |
| clkbuf_8 | 3 |
| o21ai_0 | 4 |
| mux2i_1 | 4 |
| nor2b_1 | 2 |
| nand3_1 | 2 |
| clkdlybuf4s50_1 | 14 |
| o22ai_1 | 6 |
| a21oi_1 | 10 |
| and3_1 | 3 |
| nand2_1 | 9 |
| nor2_1 | 3 |
[per-stage QoR]
stage	util	total power, mW
2_1_floorplan	-	0.2521
3_3_place_gp	0.1648	0.2932
3_5_place_dp	0.1648	0.2940
4_1_cts	0.1731	0.4419
5_1_grt	0.1731	0.4669
6_report	0.1731	0.4336
[worst max path at each step]
stage / startpoint / end / slack, ns / depth (start not counted)
global route: CE / Ctr[9] / 0.97 / 4
CTS: CE / Ctr[9] / 1.07 / 4
finish: CE / Ctr[9] / 1.02 / 4
[power groups by stage]
stage                 clock, mW  combinational [mW]  sequential (mW)
final                     0.143              0.0946            0.196
after CTS                 0.150              0.0957            0.196
after global routing      0.161               0.106            0.200
[worst register-to-register path: stages, from the launching register on]
cell and delay (ns):
dfrtp_1 0.37, inv_1 0.08, ha_1 0.20, or4b_4 0.52, nor3b_2 0.24, mux2i_1 0.20
o2bb2ai_1 0.12
Power figures rest on the tool's default switching activity, not on a simulated workload.
